===== flow/constraint.sdc =====
current_design seq_detector_1101

set clk_period 1.5
set clk_io_pct 0.2

create_clock -name clk0 -period $clk_period [get_ports {clk}]

set non_clock_inputs [all_inputs -no_clocks]
set_input_delay [expr $clk_period * $clk_io_pct] -clock clk0 $non_clock_inputs
set_output_delay [expr $clk_period * $clk_io_pct] -clock clk0 [all_outputs]

===== flow/design.v =====
module seq_detector_1101(input bit clk, rst_n, x, output z);
  parameter A = 4'h1;
  parameter B = 4'h2;
  parameter C = 4'h3;
  parameter D = 4'h4;
  bit [3:0] state, next_state;
  always @(posedge clk or negedge rst_n) begin
    if(!rst_n) begin 
      state <= A;
    end
    else state <= next_state;
  end
  always @(state or x) begin
    case(state)
      A: begin
           if(x == 0) next_state = A;
           else       next_state = B;
         end
      B: begin
           if(x == 0) next_state = A;
           else       next_state = C;
         end
      C: begin
           if(x == 0) next_state = D;
           else       next_state = C;
         end
      D: begin
           if(x == 0) next_state = A;
           else       next_state = B;
         end
      default: next_state = A;
    endcase
  end
  assign z = (state == D) && (x == 1)? 1:0;
endmodule

===== flow/config.mk =====
export PLATFORM = sky130hd
export DESIGN_NAME = seq_detector_1101
export DESIGN_NICKNAME = seq_detector_1101
export VERILOG_FILES = /design/flow/design.v
export SDC_FILE = /design/flow/constraint.sdc
export NUM_CORES = 4
export LEC_CHECK = 1
export CORE_AREA = 10 10 70 70
export DIE_AREA = 0 0 80 80
export SYNTH_HDL_FRONTEND = slang

===== flow/run.sh =====
#!/bin/bash
# OpenROAD 26Q1-2900-gdf79404cd8, Yosys 0.63+post, stock flow scripts
make -C /OpenROAD-flow-scripts/flow DESIGN_CONFIG=/design/flow/config.mk WORK_HOME=/design/flow/orfs finish

==> results.txt <==
yosys + openroad results -> syn_area_per_cell=13.8 µm², CP top delay family=buffers and inverters, # placed instances=60, Netlist cell types=7, CP Capture Type=output pin, initial antenna violation count=0, post-route ant nets=0, placed instance area=233 µm², H-tree Lvls=1, fraction of layout cells with a size suffix above 1=a little under a third, clk ins delay skew pair=240 ps, vias in the first global route=between 100 and 150, Layout Cells excl Fill=65, Post-Place Worst Slack=-145 ps, minimum clock period after layout=around 1500 ps, Pint=between 200 and 250 µW, CTS buffer count=3, clock skew=~11 ps, core area=about 0.0034 mm², clock sink count=4, Setup TNS=0 ps, drt wl/cell=approximately 5 µm, Cell Chain, Critical Path=and2_1 > clkdlybuf4s50_1, CTS tree=done, CP max stage delay=450 ps, Register Area=a little over 100 µm², Leak=just over 0.1 nW, most common logic cells in the final layout=clkbuf_4, dfrtp_1, o21a_1, clkdlybuf4s50_1, buf_4, Yosys Chip Area=138 µm², final setup violation count=0, clk root buf=clkbuf_4, Largest type area fraction=between 50% and 60%, RSZ-0062 raised after global routing=no, Worst EP required=roughly 1200 ps, Die Wd=approximately 80 µm, DRC viols=0, cell type with the largest total area=dfrtp_1, Clock power frac=between 50% and 60%, GRT Max-Usage Layer=met3, cycle use final=between 90% and 100%, Worst Path Max Fanout=2, Simple Share, Synth=15.5%, max reg flops=4, Hold Path Class=primary input to asynchronous set/reset pin, M1 GR Usage=less than 1%, Final Hold Viols=0, Post-Synth AOI/OAI Area=a little over a tenth, biggest area cells=dfrtp_1, dfstp_2, o21a_1, and2_1, nor2b_1, Row Count=21, worst slew pin tran=192 ps, status=complete, no violations, Pins Over Slew Limit=0, cells in synth_stat.txt=10, Reg clk slew, reported paths=about 40 ps, Initial Util=4.03%, Die Size=0.00640 mm², total net switching power=around 61 µW, synth warn=0, Worst Path Buf+Inv=1, worst hold margin=roughly 260 ps, grt total ovfl=0, largest net degree at the start of global routing=5, Mapped Area=around 140 µm², drt total wl=between 300 and 400 µm, met3 GRT Util=about 2.3%, die height=around 80 µm, Final Instance Area=roughly 270 µm², met2 Use GR=1.20%, Gate Area=between 30 and 40 µm², Ports=4, XORs/XNORs by Area=0%, GP Congestion=approximately 0.72, vias per cell=around 1.8, Seq share, synth=73.6%, Max Clk Rate=approximately 690 MHz, #FFs+latches synth=4, comb area leader=simple AND/OR/NAND/NOR gates, Area Growth Syn to Fin=92.7%, logic gate share of total power=about 7.6%, Synth mux share=0%, # diodes=0, CP Launch Type=flip-flop, Max Cap Viol=0, Crit Path Category=flip-flop to output pin, fill count=~400, wire length of the first global-routing pass=496 µm, register share of total power=42.1%, final worst slack=48.8 ps, DRT Pass-1 Iters=1, Synth Area in Adders=0%, PwrDens=1110 mW/mm², Largest Register=state, via count=between 100 and 150, tool warning count=25, port bufs=3, max_slew headroom=between 80% and 90%, Total GRT Usage=1.18%, top flop regs=state (4), critical path arrival=around 1200 ps, Iteration-0 DRC Markers=0, Slowest-stage cell, CP=clkdlybuf4s50_1, clock buffer depth=2, VDD IR max=0.126 mV, switching portion of total power=roughly a fifth, Post-Synthesis Cells=10
## stage by stage
stage	total power [mW]	util [%]
after CTS	0.299	7.55
after global placement	0.145	6.81
final	0.294	7.77
after floorplan	0.133	-
after global routing	0.315	7.77
after detailed placement	0.147	6.81
## worst reg2reg max path: cells and delay by family (launching register included)
kind                   cells  cell delay [ps]
buffers and inverters      1              140
DFF                        1              370
and+or+nand+nor            2              230
## path summary, 6_finish.rpt
kind                          start       end  slack [ps]  cells past startpoint
setup reg to reg           state[1]  state[0]         680                      3
min in group clk0                 x  state[0]         450                      3
setup / recovery           state[1]         z          50                      2
hold reg to reg            state[3]  state[3]         480                      1
max in group asynchronous     rst_n  state[0]         980                      1
hold / removal                rst_n  state[2]         260                      1
## final cells by class
| class | instances | area share (%) |
|---|---|---|
| flip-flops and latches | 4 | 38.2 |
| clock buffers | 4 | 9.91 |
| repair buffers | 5 | 16.5 |
| multi-input cells | 6 | 13.7 |
| well taps | 46 | 21.7 |
## layer usage
layer,share of wire [%],wire length [µm],vias to the layer above
met5,0,0,-
met4,4.0,13,0
met3,24,76,4
met2,34,110,6
met1,38,122,55
li1,-,-,50
## cell families (layout without fill, tap and decap cells)
family / count (synthesis) / in the layout
simple gates: 4 / 4
compound gates: 2 / 2
flops: 4 / 4
buf+inv: 0 / 9
## cells in the mapped netlist
cell type  instances
and2_1             1
nor2b_1            1
nor2_1             1
dfstp_2            1
dfrtp_1            3
nor3_1             1
o21a_1             2
## what timing repair did
item	CTS	global route
pin swaps	1	0
gates cloned	0	0
buffers inserted	0	1
endpoints found under the setup margin	1	1
hold buffers	0	0
gates resized	1	0
## power groups by stage
stage / Clock (mW) / Sequential (mW) / Combinational, mW
after global routing: 0.166 / 0.124 / 0.0247
final: 0.148 / 0.124 / 0.0223
after CTS: 0.154 / 0.124 / 0.0209
Power is estimated from default activity; no workload was simulated.
