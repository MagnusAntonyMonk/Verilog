--- design/flow/run.sh ---
#!/bin/bash
# OpenROAD 26Q1-2900-gdf79404cd8, Yosys 0.63+post, stock flow scripts
make -C /OpenROAD-flow-scripts/flow DESIGN_CONFIG=/design/flow/config.mk WORK_HOME=/design/flow/orfs finish
--- design/flow/config.mk ---
export PLATFORM = sky130hd
export DESIGN_NAME = mealy_1101
export DESIGN_NICKNAME = mealy_1101
export VERILOG_FILES = /design/flow/design.v
export SDC_FILE = /design/flow/constraint.sdc
export NUM_CORES = 4
export LEC_CHECK = 1
export CORE_AREA = 10 10 70 70
export DIE_AREA = 0 0 80 80
export SYNTH_HDL_FRONTEND = slang
--- design/flow/constraint.sdc ---
current_design mealy_1101

set clk_period 1.4
set clk_io_pct 0.2

create_clock -name clk0 -period $clk_period [get_ports {clk}]

set non_clock_inputs [all_inputs -no_clocks]
set_input_delay [expr $clk_period * $clk_io_pct] -clock clk0 $non_clock_inputs
set_output_delay [expr $clk_period * $clk_io_pct] -clock clk0 [all_outputs]
--- design/flow/design.v ---
module mealy_1101(input clk,rstn,x,output z);
  parameter A = 4'h1;
  parameter B = 4'h2;
  parameter C = 4'h3;
  parameter D = 4'h4;
  bit[3:0]state,next_state;
  always@(posedge clk or negedge rstn) begin
    if(!rstn) begin
     state<=A;
    end
    else
      state<=next_state;
  end
  always@(state or x) begin
   case(state)
      A: begin
           if(x == 0) next_state = A;
           else       next_state = B;
         end
      B: begin
           if(x == 0) next_state = C;
           else       next_state = B;
         end
      C: begin
           if(x == 0) next_state = A;
           else       next_state = D;
         end
      D: begin
        if(x == 0) next_state = A;  
           else       next_state = B;
         end
      default: next_state = A;
    endcase
  end
  assign z = (state == D) && (x == 0)? 1:0;
endmodule
==> out/results.env <==
STATUS='complete, no violations'
VIA_PER_INST=1.62
TOP_REGS='state (4)'
POSTSYNTHCELLCOUNT=10
REPORT.FINAL.SETUP_VIOL=0
CTS-HTREE-LEVELS=1
FINAL_PERIOD_MINUS_WORST_SETUP_SLACK_NS=1.23
TIGHTESTPINTRANSITION_NS=0.187
MAX-VDD-IR-DROP_uV=211
FLOORPLAN.CORE_UTIL_PCT=4.03
TIMING.CRITICAL_PATH.CELLS='nor2b_1, dlygate4sd2_1'
TOTALWIRELENGTH_UM=299
GROUTE.USAGE.OVERALL_PCT=1.23
IOPINCOUNT=4
MAX_FREQ_MHz=812
WORST_PATH_DOMINANT_CELL_FAMILY='flip-flops'
CLOCK_TREE_FROM_TRITONCTS='built'
FF_LATCH_AREA_SQ_UM=101
INSERTION_DELAY_NS=0.24
CTS_ROOT_BUFFER='sky130_fd_sc_hd__clkbuf_4'
ANTENNA_LEFT=0
FINISH.INSTANCE_AREA_SQ_UM=267
GRT_MAX_DEGREE=5
YOSYSSEQAREASHARE_PCT=73.6
FILLERS=404
WORSTPATHARRIVAL_NS=0.95
SETUP_SLACK_NS=0.168
DETAILEDROUTE.FIRSTITERATIONVIOLATIONS=2
NETLIST-CELL-TYPE-COUNT=7
CTSLONGESTPATHBUFFERS=2
LEAKAGE_nW=0.107
STAGE_DELAY_OF_THE_SLOWEST_CELL_ON_THE_CRITICAL_PATH_NS=0.37
PLACER_CONGESTION=0.671
FIRST_PASS_GRT_WIRE_LENGTH_UM=545
YOSYS_WARNINGS=0
VIAS=107
TIMING.SLEW.HEADROOM_PCT=87.5
INTERNAL_POWER_W=0.000247
GRT_PASS1_VIAS=134
NUMBER_OF_BUFFER_AND_INVERTER_INSTANCES_ALONG_THE_WORST_SETUP_PATH=1
DIE_Y_UM=80
GLOBALROUTE.TOTALOVERFLOW=0
STARTPOINT_TYPE='flop'
CRITICALPATHCATEGORY='reg -> out'
SW_FRAC_OF_TOTAL_PCT=20.0
SHARE_COMB_OF_TOTAL_POWER_PCT=7.1
TOOL_WARNINGS=25
CRITICAL_PATH_PEAK_FANOUT=2
CRITPATHSLOWESTCELL='sky130_fd_sc_hd__dfrtp_1'
NUMCTSBUFFERS=3
FINALHOLDVIOLATIONS=0
MIN_DELAY_PATH_CLASS='in -> async'
SYN_AREA_SQ_UM=138
GRT_SETUP_UNREPAIRED='false'
CRITICAL_PATH_REQUIRED_NS=1.12
COUNT_OF_BUFFERS_INSERTED_AT_THE_TOP_LEVEL_PORTS=3
FINAL_CELL_UTILIZATION_OF_THE_CORE_PCT=7.80
SLEW_VIOL_FINAL=0
YOSYSCELLCOUNT=10
ROWS=21
ENDPOINT_KIND_OF_THE_WORST_SETUP_TIMING_PATH='output port'
DETAIL_ROUTE.DRC_VIOLATIONS=0
FINCLKSKEW_NS=0.00780
DETAILED_PLACE.AREA_SQ_UM=233
CHIP_AREA_SQ_UM=6400
WORST_HOLD_SLACK_NS=0.245
LARGEST_REG_FLOPS=4
DRT_PASS1_ITERATIONS=2
AREA_GROWTH_PCT=93.6
MI_LOGIC_AREA_SQ_UM=36.3
YS_CHIP_AREA_SQ_UM=138
POST-ROUTE-PERIOD-UTIL_PCT=88.0
CAP_VIOLATIONS=0
DIE_W_UM=80
YS.FLOPS=4
FINAL_LAYOUT_SIZE_SUFFIX_GT1_SHARE_PCT=31.6
SEQUENTIAL_FRACTION_OF_DESIGN_POWER_PCT=42.3
FIN_TNS_SETUP_NS=0
CORE_REGION_AREA_SQ_UM=3420
REGISTERS.TOP_BY_FF_COUNT='state'
GRT_ANTENNA_BEFORE_REPAIR=1
P_SW_W=0.0000617
POWER_FRAC_CLOCK_PCT=50.6
PATH_CLK_SLEW_NS=0.04
SETUP_SLACK_AFTER_PLACEMENT_NS=-0.162
POWER_PER_CELL_AREA_nW_PER_UM2=1160
CTS_NUM_SINKS=4
SYN-MEAN-INSTANCE-AREA_SQ_UM=13.8
DRT-WIRELENGTH-PER-CELL_UM=4.53
==> worst reg2reg max path: stages (launching register included) <==
cell	delay (ns)
sky130_fd_sc_hd__dfrtp_1	0.37
sky130_fd_sc_hd__buf_4	0.14
sky130_fd_sc_hd__o31a_1	0.28
==> cell type report <==
class | count | area share, %
repair buffers | 5 | 16.0
diodes | 1 | 0.939
flip-flops and latches | 4 | 38.0
multi-input cells | 6 | 13.6
clock buffers | 4 | 9.86
well taps | 46 | 21.6
==> final timing paths <==
kind / startpoint / endpoint / slack [ns] / cells after the start
hold reg to reg: state[3]$_DFF_PN0_ / state[1]$_DFF_PN0_ / 0.48 / 1
max in group asynchronous: rstn / state[0]$_DFF_PN1_ / 0.91 / 1
hold / removal: rstn / state[2]$_DFF_PN0_ / 0.24 / 1
setup / recovery: state[1]$_DFF_PN0_ / z / 0.17 / 2
min in group clk0: x / state[0]$_DFF_PN1_ / 0.44 / 3
setup reg to reg: state[1]$_DFF_PN0_ / state[2]$_DFF_PN0_ / 0.50 / 2
==> routing by layer <==
layer  global-route usage, %  routed length, um  vias up
met5                       0                  0        -
met4                   0.352                  0        0
met3                    2.05                 59        0
met2                    1.36                103        6
met1                    1.07                137       48
li1                        -                  -       53
==> power by group through the flow <==
stage | clock, W | combinational (W) | sequential [W]
6_report | 0.000156 | 0.0000219 | 0.000131
5_1_grt | 0.000174 | 0.0000261 | 0.000132
4_1_cts | 0.000167 | 0.0000227 | 0.000131
==> synthesized netlist by cell type <==
cell type	n	area, sq um
sky130_fd_sc_hd__and2_1	1	6.26
sky130_fd_sc_hd__dfrtp_1	3	75.1
sky130_fd_sc_hd__dfstp_2	1	26.3
sky130_fd_sc_hd__nor2_1	1	3.75
sky130_fd_sc_hd__nor2b_1	2	12.5
sky130_fd_sc_hd__nor3_1	1	5.00
sky130_fd_sc_hd__o31a_1	1	8.76
==> cells in the final DEF, fill, tap and decap left out, drive strengths merged <==
cell type,instances
dfstp,1
and2,1
dfrtp,3
diode,1
clkdlybuf4s50,1
clkbuf,4
nor2b,2
o31a,1
dlygate4sd2,2
nor3,1
nor2,1
buf,2
==> per-stage QoR <==
step                      power [W]  std cells
after detailed placement   0.000155         60
after CTS                  0.000320         65
after global placement     0.000152         60
final                      0.000309         66
after global routing       0.000332         66
after floorplan            0.000140         10
==> timing repair <==
action	4_1_cts	5_1_grt
hold endpoints to repair	0	0
gates resized	2	0
buffers inserted	1	0
endpoints found under the setup margin	1	0
hold buffers	0	0
==> cell families after synthesis <==
group	synth area share [%]
simple gates	20.0
flops	73.6
compound gates	6.36
Power and IR drop assume default switching activity.
