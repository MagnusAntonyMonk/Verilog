## design/flow/design.v

```verilog
module ram1kb(input clk,write_enable,chip_select1,chip_select2,input [7:0]data_in,input [9:0] address,output reg[7:0] data_out);
  reg[7:0]mem_block[0:1023];
  always@(posedge clk)
    begin
      if(chip_select1 && chip_select2) begin
        if(write_enable) begin
          mem_block[address] <= data_in;
        end
        else begin
          data_out<=mem_block[address];
        end
      end
    end
endmodule
```

## design/flow/config.mk

```make
export PLATFORM = sky130hd
export DESIGN_NAME = ram1kb
export DESIGN_NICKNAME = ram1kb
export VERILOG_FILES = /design/flow/design.v
export SDC_FILE = /design/flow/constraint.sdc
export NUM_CORES = 4
export LEC_CHECK = 1
export CORE_UTILIZATION = 30
export SYNTH_HDL_FRONTEND = slang
export SYNTH_MEMORY_MAX_BITS = 65536
```

## design/flow/run.sh

```bash
#!/bin/bash
# OpenROAD 26Q1-2900-gdf79404cd8, Yosys 0.63+post, stock flow scripts
make -C /OpenROAD-flow-scripts/flow DESIGN_CONFIG=/design/flow/config.mk WORK_HOME=/design/flow/orfs finish
```

## design/flow/constraint.sdc

```tcl
current_design ram1kb

set clk_period 58.0
set clk_io_pct 0.2

create_clock -name clk0 -period $clk_period [get_ports {clk}]

set non_clock_inputs [all_inputs -no_clocks]
set_input_delay [expr $clk_period * $clk_io_pct] -clock clk0 $non_clock_inputs
set_output_delay [expr $clk_period * $clk_io_pct] -clock clk0 [all_outputs]
```

==> impl_metrics.tcl <==
# flow metrics
set metrics [dict create \
    status "completed" \
    post-cts-setup-buffers 0 \
    final_util 0.3433 \
    wl_per_cell_um 28.27 \
    ir_worst_vdd_mv 0.02828 \
    dp_hpwl_mm 564.9 \
    drtAntennaViolNets 0 \
    r2r_start "mem_block[223][6]" \
    crit_path_end "data_out[6]" \
    final_common_cell "edfxtp_1" \
    p_int_mw 9.532 \
    finalHoldViolations 0 \
    powerDensity_mw_per_mm2 33.61 \
    avgSynthCellArea_um2 18.83 \
    reg2reg_slack_ns 53.43 \
    slew_viol_final 0 \
    ys_async_sr_fraction 0 \
    ys_types 55 \
    dieWidth_mm 1.029 \
    clock_sinks 8200 \
    grt_max_degree 127 \
    synth_seq_share 0.7775 \
    switching_share 0.2153 \
    design_area_mm2 0.3614 \
    synth_cells 16820 \
    synth_chip_area_mm2 0.3167 \
    holdBufCountCts 0 \
    relSlewSlack 0.1527 \
    place_congestion 0.8929 \
    initialDrtViolationCount 11340 \
    hold_class "register to register" \
    synthFlopType "edfxtp_1" \
    worstSkewPairLatency_ns 1.17 \
    area_delta_synth_final_pct 14.11 \
    power_mw 12.15 \
    startpoint_type "primary input" \
    warnings 68 \
    worstReg2RegEnd "data_out[6]" \
    finalClockPeriodUsage 0.3234 \
    lay_top_cells "edfxtp_1 (8200), mux2i_1 (2813), nor2_1 (1362)" \
    netlist_area_mm2 0.3167 \
    crit_type "primary input to register" \
    tritoncts "built" \
    finalSetupViolCount 0 \
    reg2reg_depth 10 \
    ios 30 \
    cts_buffer_depth 4 \
    cp-end-kind "register" \
    dieArea_mm2 1.060 \
    holdWs_ns 0.9876 \
    die_h_mm 1.029 \
    global_route.overflow_total 0 \
    place_area_mm2 0.3353 \
    tns_ns 0 \
    drtPass1Iterations 7 \
    synth-seq-cells 8200 \
    synth_warnings 0 \
    cts_buffers 820 \
    p_seq_frac 0.537 \
    fp_util 0.3008 \
    cts_resized 0 \
    arrival_ns 19.58 \
    cp.required_ns 58.82 \
    via_per_inst 5.059 \
    tightest_slew_ns 1.260 \
    grt_pass1_vias 172400 \
    path_clk_slew_ns 0.06 \
    worstHoldStart "mem_block[81][7]" \
    grt_antenna_before_repair 57 \
    drive_gt1_frac 0.1450 \
    edf_count 8200 \
    htree_levels 6 \
    switching_power_mw 2.615 \
    drcViolationCount 0 \
    max_freq_mhz 53.31 \
    clock_power_share 0.419 \
    critical_path_peak_fanout 35 \
    cts_root_buffer "clkbuf_16" \
    wl_mm 907.5 \
    ys_cells 16820 \
    critPathLaunch "address[0]" \
    grt_setup_unrepaired "false" \
    core_mm2 1.053 \
    grt_util_all_layers 0.1801 \
    comb_power_share 0.044 \
    io_buffers 29 \
    drv_cap 0 \
    finClkSkew_ns 0.09328 \
    post-route-min-period_ns 18.76 \
    vias 162400 \
    p_leak_nw 116.3 \
    rows 377 \
    grt_first_pass_wirelength_mm 1280 \
]
## cell families after synthesis
logic type,after synthesis,share of synthesized area
AOI/OAI and AO/OA,1754,0.03525
buffers and inverters,1087,0.01690
DFF,8200,0.7775
muxes,3518,0.1390
and+or+nand+nor,2262,0.03140
## final cells by class
class,count,area (um^2)
Clock inverter,486,4456
Antenna cell,101,252.7
Tap cell,14020,17550
Clock buffer,1024,21370
Inverter,3,21.27
Timing Repair Buffer,730,5869
Multi-Input combinational cell,7534,65640
Fill cell,97100,691400
Sequential cell,8200,246200
## through the flow
stage,cells,setup slack [ns]
2_1_floorplan,16820,43.90
3_3_place_gp,30490,38.19
5_1_grt,32040,38.85
3_5_place_dp,30490,38.23
4_1_cts,32000,39.48
6_report,32100,39.24
## power by group through the flow
stage | logic [mW] | clock network, mW | registers [mW]
4_1_cts | 0.532 | 5.16 | 6.52
5_1_grt | 0.562 | 5.38 | 6.52
6_report | 0.531 | 5.09 | 6.52
## cell usage after synthesis (all sizes together) (3+ instances only)
master	number	area share
edfxtp	8200	0.78
mux2i	2813	0.089
nor2	1372	0.016
o22ai	1143	0.023
mux4	703	0.050
buf	656	0.012
clkbuf	428	0.0051
o21ai	255	0.0040
nand3	214	0.0034
nor3	198	0.0031
nor4	177	0.0035
nand2	167	0.0020
a22oi	145	0.0034
o2111ai	46	0.0013
a21oi	38	0.00060
or4	31	0.00073
a22o	26	0.00072
nor2b	24	0.00047
o211ai	22	0.00052
nand4	21	0.00041
o221ai	16	0.00044
a31oi	15	0.00030
a2111oi	13	0.00036
a221oi	13	0.00036
and3	12	0.00024
a211oi	9	0.00021
o2111a	7	0.00025
and2	6	0.00012
and4	6	0.00017
nand4bb	6	0.00023
or3	6	0.00012
nor3b	5	0.00015
a311oi	4	0.00011
nand4b	4	0.00013
or4b	4	0.00014
nand2b	3	0.000059
## sequential cells by signal, summed over array words and instances, names as in the netlist
register   cells
mem_block   8192
data_out       8
## critical path: stages
cell and delay, ns:
buf_12 0.32, buf_4 0.64, buf_4 0.66, buf_4 0.62, or4b_4 0.53, buf_4 0.67, buf_4 0.58, buf_4 0.64
o22ai_1 0.21, or4_1 0.56, nor4_2 0.46, buf_4 0.25, a31oi_1 0.06, a22o_1 0.29, nor4_2 0.95, nand4_1 0.31
## worst min-delay path by stage
stage / slack [ns] / end / depth (start not counted)
6_report: 0.99 / data_out[7] / 6
4_1_cts: 0.99 / data_out[7] / 6
5_1_grt: 1.07 / data_out[7] / 6
## metal layers
metal  part of all wire  track usage
met2               0.46       0.2648
met4              0.043      0.06758
met1               0.32       0.1892
met5             0.0027      0.01884
met3               0.18       0.1481
No activity file was given, so power comes from the tool's default toggle rates.
